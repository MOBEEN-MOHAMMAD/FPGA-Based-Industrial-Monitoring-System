### /design/flow/config.mk
export PLATFORM = sky130hd
export DESIGN_NAME = seg_display_mux_4digit
export DESIGN_NICKNAME = seg_display_mux_4digit
export VERILOG_FILES = /design/flow/design.v
export SDC_FILE = /design/flow/constraint.sdc
export NUM_CORES = 4
export LEC_CHECK = 1
export CORE_UTILIZATION = 40
### /design/flow/constraint.sdc
current_design seg_display_mux_4digit

set clk_period 2.6
set clk_io_pct 0.2

create_clock -name clk0 -period $clk_period [get_ports {clk}]

set non_clock_inputs [all_inputs -no_clocks]
set_input_delay [expr $clk_period * $clk_io_pct] -clock clk0 $non_clock_inputs
set_output_delay [expr $clk_period * $clk_io_pct] -clock clk0 [all_outputs]
### /design/flow/design.v
module seg_display_mux_4digit(
    input clk,
    input [13:0] count,
    output reg [7:0] ca,
    output reg [3:0] an
);
    reg [1:0] digit_sel = 0;
    wire [3:0] d0, d1, d2, d3;
    wire [7:0] ca0, ca1, ca2, ca3;
    assign d0 = count % 10;
    assign d1 = (count / 10) % 10;
    assign d2 = (count / 100) % 10;
    assign d3 = (count / 1000) % 10;
    seg_encoder seg0_enc(.val(d0), .ca(ca0));
    seg_encoder seg1_enc(.val(d1), .ca(ca1));
    seg_encoder seg2_enc(.val(d2), .ca(ca2));
    seg_encoder seg3_enc(.val(d3), .ca(ca3));
    reg [15:0] clk_div = 0;
    reg clk_mux = 0;
    always @(posedge clk) begin
        clk_div <= clk_div + 1;
        if (clk_div == 50000) begin
            clk_div <= 0;
            clk_mux <= ~clk_mux;
        end
    end
    always @(posedge clk_mux) begin
        digit_sel <= digit_sel + 1;
        case (digit_sel)
            2'b00: begin ca <= ca0; an <= 4'b1110; end
            2'b01: begin ca <= ca1; an <= 4'b1101; end
            2'b10: begin ca <= ca2; an <= 4'b1011; end
            2'b11: begin ca <= ca3; an <= 4'b0111; end
        endcase
    end
endmodule
module seg_encoder(
    input [3:0] val,
    output reg [7:0] ca
);
    always @(*) begin
        case (val)
            0: ca = 8'b0000_0011;
            1: ca = 8'b1001_1111;
            2: ca = 8'b0010_0101;
            3: ca = 8'b0000_1101;
            4: ca = 8'b1001_1001;
            5: ca = 8'b0100_1001;
            6: ca = 8'b0100_0001;
            7: ca = 8'b0001_1111;
            8: ca = 8'b0000_0001;
            9: ca = 8'b0000_1001;
            default: ca = 8'b1111_1111;
        endcase
    end
endmodule
### /design/flow/run.sh
#!/bin/bash
# OpenROAD 26Q1-2900-gdf79404cd8, Yosys 0.63+post, stock flow scripts
make -C /OpenROAD-flow-scripts/flow DESIGN_CONFIG=/design/flow/config.mk WORK_HOME=/design/flow/orfs finish
==> out/metrics.csv <==
metric,value,unit
outcome,finished clean,
chain of cells forming the critical path,"inv_1, ha_1, nor4bb_1, nand4b_1, nor2_1",
total cells reported by yosys after synthesis,1374,
hold path cells,1,
per-cell routed wire length,15.7,um
# H-tree levels,1,
clock power share,0.038,
synthesized area,9390,um2
YS chip area,9390,um2
via count,10200,
antenna diode instance count,0,
delay of the slowest critical-path stage,550,ps
main logic family after synthesis,AND-OR/OR-AND gates,
average vias per placed instance,6.17,
PortBufs,25,
number of instances resized during post-cts repair,0,
post-synthesis share of cell area spent on xor and xnor gates,0.0621,
logic gate share of total power,0.930,
register-to-register path setup slack,800,ps
Reg power frac,0.032,
adder-cell area share of the yosys netlist,0.0813,
critical hold path startpoint,clk_div[0]$_SDFF_PN0_,
clock transition at the registers of the reported paths,50,ps
synthesized instance count,1374,
wire length after detailed routing,25900,um
top cell type's share of synthesized area,0.0653,
Crit-path slowest cell,nor2_1,
capture point of the worst reg-to-reg path,clk_mux$_DFFE_PN_,
Relative slew margins,0.378,
global-route wire length before repair,44900,um
number of global-route vias before repair,9250,
Initial DRC Count,634,
RD Place Congestion,0.915,
setup repair after global routing missed its margin,false,
"Slew Viols, Final",0,
number of top-level design ports,27,
setup repair bufs after CTS,0,
Mux cell area share,0.0412,
arrival time worst endpoint,1680,ps
Worst-Skew Late Latency,250,ps
maximum count of clock buffers along a single path,2,
part of the cycle the worst path needs,0.693,
Pwr per Cell Area,825,nW/um2
worst-path fanout max,10,
CTS tree,built,
number of remaining DRC errors,0,
final HPWL from detailed placement,19600,um
number of cell instances on the worst register-to-register path,5,
count of endpoints without a timing constraint,24,
Yosys Warn Count,2,
endpoint of the worst hold path,clk_div[0]$_SDFF_PN0_,
share of cells above drive strength 1,0.0870,
"top cells, area","ha_1, dfxtp_1, nor2_1, o21ai_0, a21oi_1",
clk_skew,3.76,ps
crit start category,flop,
overall track demand over capacity in global routing,0.222,
AO/OA Area Share,0.387,
measured slew at the worst slew-check pin,930,ps
total congestion overflow,0,
main flop type after synthesis,dfxtp_1,
Clock Root Buffer,clkbuf_16,
tightest hold margin,463,ps
library cell with the largest summed area after synthesis,ha_1,
Distinct lib cells used,117,
Post-Synth Simple-Gate Area,0.292,
max-capacitance violation count,0,
initial core utilization,0.411,
count of unclocked register or latch pins,13,
clock buffer count from CTS,3,
endpoint required time on the critical path,2480,ps
count of tool warnings,52,
switching share of power,0.590,
Flops after synth,30,
category of the critical setup timing path,reg2reg,
Storage cell area,611,um2
Die Height,155,um
startpoint of the worst-slack reg-to-reg timing path,clk_div[0]$_SDFF_PN0_,
core region area,22800,um2
setup violators final,0,
detailed-routing iteration count for the pre-antenna-repair pass,5,
multi-input gate area in the final layout,8100,um2
placement row count,55,
P_int,0.00332,W
critical path capture point type,flop,
"EDFF count, synth",1,
post-synthesis area per instance,6.83,um2
pin count of the biggest net entering global routing,34,
hold bufs inserted after CTS,0,
path class of the lowest-slack min-delay path,reg2reg,
Net Sw Power,0.00478,W
Leak Pwr,3.66,nW
maximum frequency from static timing analysis,555,MHz
sequential share of the synthesized area,0.0650,
final hold viol count,0,
Sum Neg Setup Slack,0,ps
minimum clock period,1800,ps
layout overhead on the synthesized area,4.44,%
VDD IR-drop max,0.429,mV
post-synthesis async set-or-reset flop share,0,
fill cell total of the finished layout,2356,
number of antenna violations at the first check in global routing,0,
ANT nets after route,0,
horizontal die dimension,155,um
full die area,24100,um2
per-stage QoR:
stage               cells  setup slack (ps)  instance area (um2)   util  power, W
finish               1646               799                 9800  0.429   0.00809
global route         1646               630                 9800  0.429   0.00907
CTS                  1646               777                 9800  0.429   0.00805
detailed placement   1642               784                 9720  0.426   0.00769
global placement     1642               788                 9720  0.426   0.00768
floorplan            1374               953                 9390      -   0.00648
final cells by class:
| cell class | instances | share of cell area |
|---|---|---|
| multi-input combinational | 1192 | 0.827 |
| sequential | 30 | 0.0623 |
| tap | 313 | 0.0399 |
| timing repair buffer | 41 | 0.0378 |
| inverter | 66 | 0.0253 |
| clock buffer | 3 | 0.00766 |
| clock inverter | 1 | 0.000511 |
power by group through the flow:
stage / sequential [W] / combinational, W / clock [W]
CTS: 0.000263 / 0.00748 / 0.000309
finish: 0.000263 / 0.00752 / 0.000307
global route: 0.000263 / 0.00849 / 0.000321
Yosys cell counts (all sizes together), types with 24 or more instances:
| cell | instances |
|---|---|
| dfxtp | 29 |
| a21oi | 89 |
| nand4 | 28 |
| nand3 | 66 |
| ha | 49 |
| buf | 42 |
| nor2 | 120 |
| o211ai | 24 |
| nand2 | 110 |
| clkbuf | 44 |
| inv | 62 |
| a211oi | 26 |
| mux2i | 25 |
| xnor2 | 48 |
| o21ai | 108 |
| nor3 | 55 |
| or3 | 25 |
metal layers:
layer | track usage | vias to the layer above | wire, um
met5 | 0 | - | 0
met4 | 0.0229 | 0 | 222
met3 | 0.00794 | 17 | 849
met2 | 0.370 | 207 | 12000
met1 | 0.329 | 4740 | 12800
li1 | - | 5198 | -
critical path: cells and delay by family, from the launching register on:
kind,cells,cell delay (ps)
and+or+nand+nor,3,900
DFF,1,330
adders and majority gates,1,140
buffers and inverters,1,80
sequential cells by signal, summed over array words and instances (netlist names):
register,cells
clk_mux,1
ca,7
clk_div,16
digit_sel,2
an,4
layout by cell type, fill, tap and decap left out, types with 18 or more instances in the layout:
cell type	Yosys	routed
nand3_1	64	64
nand4_1	27	27
nand2_1	108	108
ha_1	49	49
a31oi_1	21	21
o31ai_1	18	18
inv_1	57	57
a21oi_1	85	85
or3_1	24	24
dfxtp_1	29	29
a211o_1	18	18
mux2i_1	24	24
nor2_1	118	118
o211ai_1	23	23
a211oi_1	19	19
o21ai_0	86	86
clkdlybuf4s50_1	0	25
nor4_1	18	18
a21o_1	18	18
xnor2_1	45	45
nor3_1	52	52
how the worst max path moves through the flow:
stage,startpoint,endpoint
4_1_cts,clk_div[0]$_SDFF_PN0_,clk_mux$_DFFE_PN_
5_1_grt,clk_div[2]$_SDFF_PN0_,clk_div[15]$_SDFF_PN0_
6_report,clk_div[0]$_SDFF_PN0_,clk_mux$_DFFE_PN_
cell families (layout without fill, tap and decap cells):
logic type                 Yosys count  in the layout
AOI/OAI and AO/OA                  499            499
xor gates and xnor gates            64             64
adders and majority gates           64             64
buffers and inverters              152            111
DFF                                 30             30
muxes                               36             36
other                                1              1
and+or+nand+nor                    528            528
Power figures rest on the tool's default switching activity, not on a simulated workload.
